===== /design/flow/run.sh =====
#!/bin/bash
# OpenROAD 26Q1-2900-gdf79404cd8, Yosys 0.63+post, stock flow scripts
make -C /OpenROAD-flow-scripts/flow DESIGN_CONFIG=/design/flow/config.mk WORK_HOME=/design/flow/orfs finish

===== /design/flow/config.mk =====
export PLATFORM = sky130hd
export DESIGN_NAME = fmc2bram
export DESIGN_NICKNAME = fmc2bram
export VERILOG_FILES = /design/flow/design.v
export SDC_FILE = /design/flow/constraint.sdc
export NUM_CORES = 4
export LEC_CHECK = 1
export CORE_AREA = 10 10 160 160
export DIE_AREA = 0 0 170 170

===== /design/flow/constraint.sdc =====
current_design fmc2bram

set clk_period 9.9
set clk_io_pct 0.2

create_clock -name clk0 -period $clk_period [get_ports {fmc_clk}]

set non_clock_inputs [all_inputs -no_clocks]
set_input_delay [expr $clk_period * $clk_io_pct] -clock clk0 $non_clock_inputs
set_output_delay [expr $clk_period * $clk_io_pct] -clock clk0 [all_outputs]

===== /design/flow/design.v =====
module fmc2bram
  #(
    parameter FMC_AW = 20,
    parameter BRAM_AW = 12,
    parameter DW = 32,
    parameter BRAMS = 8+1,  
    parameter CTL_REGS = 6
    )
  (
   input 		  rst,
   output reg 		  mmu_int,
   input 		  fmc_clk,
   input [FMC_AW-1:0] 	  fmc_a,
   inout [DW-1:0] 	  fmc_d,
   input 		  fmc_noe,
   input 		  fmc_nwe,
   input 		  fmc_ne,
   output [BRAM_AW-1:0]   bram_a,
   output [DW-1:0] 	  bram_do,
   input [BRAMS*DW-1:0]   bram_di,
   output reg [BRAMS-1:0] bram_en,
   output reg [0:0] 	  bram_we
   );
  localparam s_idle=0, s_nop=1, s_w_we=2, s_adr_inc=3;
  reg [1:0] 		  state;
  reg 			  write;  
  reg [BRAM_AW-1:0] 	  a_cnt;
  wire [$clog2(BRAMS)-1:0] bram_idx;
  assign bram_idx = fmc_a[FMC_AW-1 : FMC_AW-$clog2(BRAMS)];
  assign fmc_d = (!fmc_ne && !fmc_noe) ? bram_di[DW*(bram_idx+1)-1 -: DW] : 'bz;
  assign bram_a = a_cnt;
  assign bram_do = fmc_d;
  always @(posedge fmc_clk) begin
    if (rst) begin
      state <= s_idle;
      a_cnt <= 0;
      bram_en <= 0;
      bram_we <= 0;
      mmu_int <= 0;
    end else begin
      case (state)
	s_idle:
	  if (!fmc_ne) begin
	    a_cnt <= fmc_a[BRAM_AW-1:0];
	    bram_en[bram_idx] <= 1;
	    write <= !fmc_nwe;
	    state <= s_nop;
	    mmu_int <= 0;
	    if (bram_idx >= BRAMS)
	      mmu_int <= 1;
	    if (bram_idx == BRAMS-1 && fmc_a[BRAM_AW-1:0] >= CTL_REGS)
	      mmu_int <= 1;
	  end
	s_nop: state <= write ? s_w_we : s_adr_inc;
	s_w_we: begin
	  bram_we <= 1;
	  state <= s_adr_inc;
	end
	s_adr_inc: begin
	  a_cnt <= a_cnt + 1;
	  if (fmc_ne) begin
	    state <= s_idle;
	    a_cnt <= 0;
	    bram_en <= 0;
	    bram_we <= 0;
	  end
	end
      endcase
    end   
  end  
endmodule

==> CHANGELOG.md <==
### Implementation results

- Top cell type's share of synthesized area: 13.0%
- # Post-CTS Setup Buffers: 0
- IO buf count: 362
- Yosys Warn Count: 2
- Synth Cell Area: 4500 µm²
- Synth Register Bits: 28
- Placed Area: 8110 µm²
- # hold bufs at CTS: 0
- CTS sink cnt: 28
- Stop stage: 4_1_cts
- Row cnt: 54
- HPWL Detailed: 22,500 µm
- Ys async rst share: 0%
- Die width: 170 µm
- GPL Wtd Cong: 0.921
- Post-synth EDFFs: 1
- Primary FF master, synth: dfxtp_1
- Yosys top cell by area: mux4_2
- Stop err: [error] [KeplerFormal.cpp:679] Workflow failed: Iso has multiple drivers: .fmc_d0, _549_.Y0
- FP Util: 20.5%
- Yosys stat cell total: 538
- Clock root buffer: clkbuf_16
- PostCTS Resize Cnt: 0
- Clock buffer depth: 2
- Cell Type Count: 62
- Synth Instances: 538
- Total CTS buffers: 3
- Register area share after synthesis: 12.7%
- Post-synth top cells: 60 x nor2_1, 49 x mux2_2, 44 x a21oi_1
- Chip area line of the yosys report: 4500 µm²
- Mean Syn Cell Area: 8.37 µm²
- Status: aborted with a tool error
- Yosys top cell by instances: nor2_1
- Htree depth: 1
- Die height: 170 µm
- Top area cell types: mux4_2 13%, mux2_2 12%, dfxtp_1 12%
- Ports: 400
-- kinds of logic after synthesis --
family	count (synthesis)	synth area share (%)
buf+inv	91	12.3
xor+xnor	9	2.09
fa+ha+maj	5	1.39
mux	100	30.8
compound gates	167	26.2
simple gates	138	14.5
flops	28	12.7
-- per-stage QoR --
| step | power (mW) | hold WS (ps) | setup WS, ps | std cells |
|---|---|---|---|---|
| detailed placement | 0.524 | 448 | 1770 | 1113 |
| global placement | 0.524 | 437 | 1880 | 1113 |
| floorplan | 0.322 | 413 | 4180 | 538 |
Power is estimated from default activity; no workload was simulated.
