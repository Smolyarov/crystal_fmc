$ cat /design/flow/config.mk
export PLATFORM = sky130hd
export DESIGN_NAME = brams_portb_router
export DESIGN_NICKNAME = brams_portb_router
export VERILOG_FILES = /design/flow/design.v
export SDC_FILE = /design/flow/constraint.sdc
export NUM_CORES = 4
export LEC_CHECK = 1
export CORE_AREA = 10 10 304 304
export DIE_AREA = 0 0 314 314
$ cat /design/flow/constraint.sdc
current_design brams_portb_router

set clk_period 6.8
set clk_io_pct 0.2

create_clock -name clk0 -period $clk_period

set non_clock_inputs [all_inputs -no_clocks]
set_input_delay [expr $clk_period * $clk_io_pct] -clock clk0 $non_clock_inputs
set_output_delay [expr $clk_period * $clk_io_pct] -clock clk0 [all_outputs]
$ cat /design/flow/design.v
module brams_portb_router
  #(
    parameter BRAM_DW = 64,
    parameter BRAM_AW = 10,
    parameter BRAMS = 8
    )
  (
   input [BRAM_AW-1:0] math_adr_a,
   input [BRAM_AW-1:0] math_adr_b,
   input [BRAM_AW-1:0] math_adr_c,
   input [BRAMS*2-1:0] adr_sel,  
   output reg [BRAMS*BRAM_AW-1:0] bram_adr,
   input math_we,
   input [$clog2(BRAMS)-1:0] we_sel,
   output reg [BRAMS-1:0] bram_we,
   input [BRAMS*BRAM_DW-1:0] bram_do,
   input [$clog2(BRAMS)-1:0] dat_a_sel,
   input [$clog2(BRAMS)-1:0] dat_b_sel,
   output reg [BRAM_DW-1:0] math_dat_a,
   output reg [BRAM_DW-1:0] math_dat_b
   );
  integer 		    i;
  always @*  
    for (i=0; i<BRAMS; i=i+1)
      case (adr_sel[2*(i+1)-1 -: 2])
	0: bram_adr[BRAM_AW*(i+1)-1 -: BRAM_AW] <= math_adr_a;
	1: bram_adr[BRAM_AW*(i+1)-1 -: BRAM_AW] <= math_adr_b;
	2: bram_adr[BRAM_AW*(i+1)-1 -: BRAM_AW] <= math_adr_c;
	3: bram_adr[BRAM_AW*(i+1)-1 -: BRAM_AW] <= 0;
      endcase
  always @* begin  
    bram_we <= 0;
    bram_we[we_sel] <= math_we;
  end
  always @* begin  
    math_dat_a <= bram_do[BRAM_DW*(dat_a_sel+1)-1 -: BRAM_DW];
    math_dat_b <= bram_do[BRAM_DW*(dat_b_sel+1)-1 -: BRAM_DW];
  end
endmodule
$ cat /design/flow/run.sh
#!/bin/bash
# OpenROAD 26Q1-2900-gdf79404cd8, Yosys 0.63+post, stock flow scripts
make -C /OpenROAD-flow-scripts/flow DESIGN_CONFIG=/design/flow/config.mk WORK_HOME=/design/flow/orfs finish
==> Changelog: implementation <==
### Metrics

- WP depth: 9
- DRT antenna net count: 0
- Utilization after layout: 0.233
- Flops: 0
- First-pass GRT wire length: 131 mm
- Yosys Instances: 1549
- Layout cells sized above 1: 0.0392
- Gpl congestion: 0.959
- Post-CTS setup buffers: 0
- Power, Total: 0.00184 W
- Initial DRC count: 1465
- CP max FO: 38
- Log Warnings: 32
- GRT Total Usage: 0.183
- Worst Setup Start Kind: primary input
- # DRC: 0
- Pwr per Cell Area: 92.6 nW/um^2
- IO Pins: 784
- Actual slew at the worst max-slew pin: 0.864 ns
- Via density: 4.93
- Core Area: 85400 um^2
- DP HPWL: 76.7 mm
- Critical Path End: math_dat_a[2]
- Top Family by Delay on Critical Path: buffers and inverters
- Hold/Removal Path Class: in -> out
- Initial antenna violation count: 24
- Chip area in the Yosys report: 11000 um^2
- Leakage dissipation: 7.43 nW
- Largest net degree at the start of global routing: 66
- Die Ht: 314 um
- Fin. Hold Viols: 0
- RSZ-0062 raised after global routing: false
- Arrival @ worst endpoint: 4.49 ns
- Setup crit start: dat_a_sel[1]
- Cycle use final: 0.860
- Critical path buffers and inverters: 4
- Unique cell types: 42
- Run status: finished, final reports clean
- Setup TNS: 0 ns
- Max frequency: 0.171 GHz
- Layout clock buffers: 0
- Global route overflow: 0
- Synthesis Warnings: 1
- CP Class: in -> out
- Worst VDD drop: 0.0352 mV
- CTS Hold Bufs: 0
- Seq share, synth: 0
- Layout overhead on the synthesized area: 81.3%
- Drt total wl: 95.6 mm
- Avg WL per Cell: 28.8 um
- Cell area after synthesis: 11000 um^2
- Fin crit period: 5.85 ns
- CP required: 5.44 ns
- Crit-path cells: clkdlybuf4s50_1 > ha_4 > nor2_1 > nor2_4 > buf_4 > buf_4 > a21oi_1 > a32o_1 > clkdlybuf4s50_1
- FP Util: 0.128
- Syn avg cell area: 7.08 um^2
- Chip Area: 98600 um^2
- Max-cap violation count: 0
- Syn Inst Count: 1549
- Vias in the first global route: 16424
- Vias: 16372
- Cell row count: 107
- Reg area: 0 um^2
- Critical-path top delay cell: clkdlybuf4s50_1
- Resized cells post-CTS: 0
- Max-slew headroom: 0.422
- Die X: 314 um
- Critical Path End Type: output pin
- Final Max Slew Viols: 0
- TritonRoute pass-1 iters: 7
- Largest stage delay, worst path: 0.58 ns
- Port buffer count: 784
- Final setup fails: 0
logic make-up after synthesis:
| family | synth area share |
|---|---|
| xor gates and xnor gates | 0.00537 |
| AOI/OAI and AO/OA | 0.417 |
| and+or+nand+nor | 0.0562 |
| buffers and inverters | 0.0966 |
| muxes | 0.421 |
| adders and majority gates | 0.00434 |
layer usage:
layer  up-vias  GRT usage  part of all wire
li1       7323          -                 -
met5         -          0            0.0033
met3       155     0.0561             0.097
met2       991      0.306              0.48
met4        28     0.0461             0.027
met1      7875      0.226              0.40
power by group:
part / total (W) / switching (W) / internal (W)
clock network: 0.0000000000738 / 0 / 0.0000000000738
registers: 0 / 0 / 0
logic: 0.00184 / 0.000849 / 0.000990
how the worst min path moves through the flow:
stage / slack, ns / end / from / depth (start not counted)
CTS: 3.71 / bram_we[3] / we_sel[0] / 4
finish: 3.70 / bram_we[3] / we_sel[0] / 4
global route: 3.77 / bram_we[0] / we_sel[1] / 3
placed cells by master, fill, tap and decap left out, types with 8 or more instances in the layout:
cell type          n
diode_2            8
a21oi_1          253
buf_4             49
buf_12            11
a22oi_1          125
nor2b_1            9
mux2i_1          455
nand2_1           90
a32o_1           125
clkdlybuf4s50_1  782
o21ai_0          205
worst min-delay path: stages:
cell,delay (ns)
clkdlybuf4s50_1,0.44
nand2_1,0.09
nor3_1,0.05
clkdlybuf4s50_1,0.40
layout make-up:
type                            instances  area [um^2]
Fill cell                            9518        65600
Multi-Input combinational cell       1323         9980
Timing Repair Buffer                  842         8420
Tap cell                             1144         1430
Antenna cell                            8         20.0
Inverter                                4         15.0
synth_stat cells, drive strengths merged, types with 3 or more instances:
cell	n	area [um^2]
nand2	90	338
nor2	10	50.1
and2	6	37.5
o21ai	205	1030
a21oi	253	1270
nand4	3	18.8
nor2b	10	62.6
clkbuf	86	323
inv	4	15.0
buf	136	721
mux2i	455	4550
nand3	3	15.0
a22oi	126	951
mux2	5	56.3
xor2	3	33.8
ha	3	37.5
a32o	125	1250
nor3	6	35.0
stage by stage:
step                      setup slack, ns  instance area [um^2]  hold slack, ns  instances
final                               0.952                 19900            3.70       3321
after global routing                0.839                 19900            3.77       3317
after CTS                           0.972                 19800            3.71       3313
after detailed placement            0.977                 19800            3.70       3313
after global placement              0.973                 19800            3.70       3313
after floorplan                      2.72                 11000            2.73       1549
Power and IR drop assume default switching activity.
